`design/flow/run.sh`:
```
#!/bin/bash
# OpenROAD 26Q1-2900-gdf79404cd8, Yosys 0.63+post, stock flow scripts
make -C /OpenROAD-flow-scripts/flow DESIGN_CONFIG=/design/flow/config.mk WORK_HOME=/design/flow/orfs finish
```
`design/flow/config.mk`:
```
export PLATFORM = sky130hd
export DESIGN_NAME = bus
export DESIGN_NICKNAME = bus
export VERILOG_FILES = /design/flow/design.v
export SDC_FILE = /design/flow/constraint.sdc
export NUM_CORES = 4
export LEC_CHECK = 1
export CORE_AREA = 10 10 70 70
export DIE_AREA = 0 0 80 80
```
`design/flow/constraint.sdc`:
```
current_design bus

set clk_period 1.5
set clk_io_pct 0.2

create_clock -name clk0 -period $clk_period

set non_clock_inputs [all_inputs -no_clocks]
set_input_delay [expr $clk_period * $clk_io_pct] -clock clk0 $non_clock_inputs
set_output_delay [expr $clk_period * $clk_io_pct] -clock clk0 [all_outputs]
```
`design/flow/design.v`:
```
module bus (
    input [3:0] pc_i,
    input pc_en_i,
    input [7:0] ram_i,
    input ram_en_i,
    input [3:0] ir_i,
    input ir_en_i,
    input [7:0] accu_i,
    input accu_en_i,
    input [7:0] adder_i,
    input adder_en_i,
    output [7:0] bus_o
);
reg [7:0] bus;
always @(*) begin
    if (pc_en_i) bus = pc_i;
    else if (ram_en_i) bus = ram_i;
    else if (ir_en_i) bus = ir_i;
    else if (accu_en_i) bus = accu_i;
    else if (adder_en_i) bus = adder_i;
    else bus = 8'b0; 
end
assign bus_o = bus;
endmodule
```
==> summary.txt <==
Update from the flow run.

The flow ran to the end, but the final reports show violations. The checks that failed: negative setup slack. For the worst min-delay path, the startpoint reported by OpenROAD is adder_i[5]. The timing report attributes the biggest portion of critical-path delay to buffers and inverters. The worst slew margin relative to its limit is 0.826. Setup repair after global routing could not meet its margin everywhere. The instance tally after logic synthesis is 43. The initial antenna violation count was 1. The critical path buffer and inverter count is 5. The highest-delay cell along the critical path is nor3b_4. The report counts max-capacitance violations totalling 0. The count of TritonRoute iterations in the first routing pass is 2.

The largest net degree at the start of global routing is 8. The detailed-route via count is 572. For this run, the total global-route usage over all layers was measured as 0.0626. The data required time reported for the critical path is 1.20 ns. The cell seen most often among critical-path stages is buf_6. For this run, design rule violations remaining after detail routing come to 0. The transition time recorded at the tightest slew-check pin is 0.260 ns. The critical path class is primary input to output pin. At the end of routability-driven placement, the weighted congestion stood at 0.837.

The longest incremental delay of any stage on the critical path is reported as 0.18 ns. The maximum operating frequency is 0.662 GHz. Dividing the final minimum period by the clock period gives 1.01. The data arrival at the endpoint of the critical path is 1.21 ns. The library cell with the largest summed area after synthesis is nand3b_1. The final tally of hold violations is 0.

Recorded from the global router log, the overflow total was 0. The violation count after the first detailed-routing iteration is 20. The number of placed cells counting well taps is 138.

The top cell type's share of synthesized area is 0.163. The setup TNS is -0.0113 ns. The Yosys warning count is 1.

The final routed wirelength across all metal layers is 2070 um. Hold repair after CTS inserted 0 buffers. The number of top-level pins is 45. The post-placement setup slack is -0.715 ns. STA classifies the critical path startpoint as a primary input. The placeable core area is 3420 um^2. The share of layout cells above drive strength 1 is 0.455. The die footprint is 6400 um^2.

Leaving out fill and tap cells, the most frequent cells in the layout are 26 x clkdlybuf4s50_1, 12 x buf_4, 10 x buf_2. The tool warning count is 34. The placement-stage cell area is 813 um^2. Detailed placement ended at an HPWL of 1650 um. The gate-level netlist out of Yosys references 17 unique cell types. The mean instance size in the synthesized netlist is 6.43 um^2.

The worst-case IR drop observed on VDD is 0.0463 mV. The kind of end point of the critical path is an output pin. The endpoint of the worst hold-timing path is bus_o[5]. The yosys cell count is 43. The count of nets left with antenna violations after detail routing is 0. The final report gives the standard cell area, fillers excluded, as 937 um^2. Per STA, the worst path is made up of buf_6 > buf_6 > nor3b_4 > buf_4 > buf_6 > nand2_2 > a41oi_2 > buf_2. The final tally of setup violations is 1. After detailed routing, the average wire length per cell comes to 14.0 um. Row generation in the floorplan step produced 21 rows.

The power density over the cells is 246 nW/um^2. The horizontal die dimension reported for this design is 80 um. Yosys attributes the largest share of cell area to nand3b_1 16%, a41oi_1 13%, a21oi_1 11%. The sequential cells in the finished layout cover a total of 0 um^2. The flop count is 0. The area growth from synthesis to final layout is 239%. The sequential share of the synthesized area is 0. The type of the worst min-delay path is primary input to output pin. The synthesis area per yosys is 277 um^2. In this run the worst path has a maximum fanout of 2. According to the floorplan report, the die height is 80 um. The cell depth of the worst min-delay path is 4. The cell area that synthesis handed to floorplanning was 277 um^2. The first global-routing pass estimated 3310 um of wire.

The number of global-route vias before repair is 613. Summing internal, switching and leakage power gives 230 uW. The dominant logic cell type in the layout is clkdlybuf4s50_1. The smallest clock period supported by the final layout is computed as 1.51 ns. The total count of max-transition violations in the final report is 0. The count of input and output buffers is 45. In this run the static leakage power is 0.384 nW. The initial utilization of the core area, before any placement, comes to 0.0810. The final layout report lists a clock buffer count of 0. The finished layout holds 148 standard cells, fillers aside. For this run, the detailed router reports a per-instance via density of 3.86.

The post-route worst setup slack is -0.0113 ns.
[power by group]
part	switching (mW)	internal, mW	leakage [nW]	total, mW
Sequential	0	0	0	0
Clock	0	0.0000000890	0.00000634	0.0000000890
Combinational	0.0796	0.151	0.384	0.230
Total	0.0796	0.151	0.384	0.230
[synth_stat cells, drive strengths merged]
master and instances:
a211oi 2, a21oi 6, a221oi 2, a41oi 4, buf 3, inv 1, nand2 8, nand2b 1
nand3b 6, nor2 2, nor2b 1, nor3 2, nor3b 1, o22ai 4
[tightest hold or removal path: cells and delay by family]
kind / cells / cell delay [ns]
simple gates: 1 / 0.09
compound gates: 1 / 0.06
buf+inv: 2 / 0.23
[metrics by stage]
step / utilization / hold slack, ns
finish: 0.274 / 0.989
global route: 0.274 / 1.02
CTS: 0.267 / 1.11
global placement: 0.238 / 1.57
detailed placement: 0.238 / 1.56
floorplan: - / 0.613
[cell families (layout without fill, tap and decap cells)]
family | count (synthesis) | in the layout | share of synthesized area
other | 0 | 1 | 0
buffers and inverters | 4 | 62 | 0.0995
AND-OR/OR-AND | 18 | 18 | 0.443
AND/OR/NAND/NOR | 21 | 21 | 0.457
[what timing repair did]
action                     CTS  global route
setup buffers               10             0
setup endpoints to repair    8             8
resized                     59            13
pin swaps                   11            12
cloned                       1             0
[layout make-up]
class	count	area (um^2)
timing repair buffer	61	536
multi-input combinational	39	338
tap	46	57.6
fill	355	2480
antenna	1	2.50
inverter	1	3.75
[worst max path at each step]
stage                 startpoint       end  slack (ns)  cells after the start
after CTS              accu_en_i  bus_o[1]       -0.06                      8
after global routing   accu_en_i  bus_o[1]       -0.08                      8
final                  accu_en_i  bus_o[1]       -0.01                      8
[routing by layer]
layer | vias to the layer above | global-route usage | wire [um]
met5 | - | 0 | 0
met4 | 0 | 0 | 0
met3 | 0 | 0.0193 | 152
met2 | 18 | 0.112 | 1070
met1 | 262 | 0.0758 | 848
li1 | 292 | - | -
Power is estimated from default activity; no workload was simulated.
