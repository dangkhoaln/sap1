## design/flow/run.sh

```bash
#!/bin/bash
# OpenROAD 26Q1-2900-gdf79404cd8, Yosys 0.63+post, stock flow scripts
make -C /OpenROAD-flow-scripts/flow DESIGN_CONFIG=/design/flow/config.mk WORK_HOME=/design/flow/orfs finish
```

## design/flow/config.mk

```make
export PLATFORM = sky130hd
export DESIGN_NAME = program_counter
export DESIGN_NICKNAME = program_counter
export VERILOG_FILES = /design/flow/design.v
export SDC_FILE = /design/flow/constraint.sdc
export NUM_CORES = 4
export LEC_CHECK = 1
export CORE_AREA = 10 10 70 70
export DIE_AREA = 0 0 80 80
```

## design/flow/constraint.sdc

```tcl
current_design program_counter

set clk_period 1.0
set clk_io_pct 0.2

create_clock -name clk0 -period $clk_period [get_ports {clk_i}]

set non_clock_inputs [all_inputs -no_clocks]
set_input_delay [expr $clk_period * $clk_io_pct] -clock clk0 $non_clock_inputs
set_output_delay [expr $clk_period * $clk_io_pct] -clock clk0 [all_outputs]
```

## design/flow/design.v

```verilog
module program_counter (
    input clk_i, reset_i, inc_i,
    output[3:0] pc_out
);
reg[3:0] count;
always @(posedge clk_i) begin
    if (reset_i) count <= 4'b0;
    else if (inc_i) count <= count + 1;
end
assign pc_out = count;
endmodule
```

==> impl_metrics.csv <==
group,metric,value,unit
synthesis,post-synth-top-count-cell,"dfxtp_1",
pwr,p_per_area,1180,mW/mm²
timing,finalCriticalPeriod,969,ps
cts,hold_buffers,0,
die,io_pins,7,
synthesis,ys_cells,16,
synthesis,netlist.top_cell.by_area,"dfxtp_1",
grt,grt_pass1_wl,952,µm
worst_setup_path,r2r-end,"count[2]",
worst_setup_path,crit_fanout,2,
worst_setup_path,end_kind,"primary output",
synthesis,synthCells,16,
placement,pre_cts_ws,-201,ps
timing,max_slew_margin,90.3,%
synthesis,ys_seq_share,44.8,%
worst_setup_path,rrSetupSlack,40,ps
cts,tritoncts,"done",
detailed_routing,wl_per_cell,7.45,µm
detailed_routing,drtPass1Iterations,2,
die,die_height,80,µm
grt,grt_max_degree,5,
synthesis,ys_top_cells_by_count,"4 x dfxtp_1, 3 x nor2_1",
cells_and_area,area_growth,123,%
cts,cts_max_level,1,
cts,clock_sinks,4,
detailed_routing,drt_iter0_markers,19,
synthesis,ys_area,179,µm²
worst_setup_path,required,800,ps
cells_and_area,top_regs,"count (4)",
detailed_routing,drt-vias-per-instance,2.26,
synthesis,ys_ff,4,
timing,fin_ws,31.3,ps
cts,cts_made_buffers,3,
worst_setup_path,worstPathCellList,"dlygate4sd2_1",
worst_hold_path,hold_path_startpoint,"count[2]",
cells_and_area,final_util,11.7,%
timing,maxSlewViolCount,0,
grt,first_global_vias,193,
detailed_routing,drc,0,
synthesis,synthFlopType,"dfxtp_1",
worst_hold_path,min_to,"count[2]",
run_status,outcome,"completed",
die,fp_util,5.24,%
timing,hold_viol_final,0,
synthesis,async_flop_share,0,%
pwr,peakVddDrop,0.258,mV
cts,clock_tree.buffer_depth,2,
die,core,0.00342,mm²
placement,dp_hpwl,431,µm
flow_run,max-cap-violations,0,
synthesis,synth.distinct_cells,11,
placement,gp_congestion,0.642,
worst_setup_path,critPathBufInv,1,
worst_setup_path,max_stage_delay,310,ps
worst_setup_path,r2r-start,"count[0]",
worst_hold_path,min_path_type,"reg2reg",
cts,clk_pin_slew_worst_paths,40,ps
synthesis,synth_top_area_share,44.8,%
detailed_routing,antenna_left,0,
die,die_w,80,µm
timing,finalCritPeriodShare,96.9,%
worst_setup_path,crit_type,"reg2out",
grt,antenna_found_initial,0,
synthesis,enable_flop_cells,0,
grt,overflow,0,
worst_setup_path,path_delay_family,"flip-flops",
worst_hold_path,hold_path_depth,3,
timing,final.setup_skew,4.20,ps
worst_setup_path,critPathLaunchType,"register",
timing,setup_viol,0,
timing,worst_pin_slew,145,ps
worst_setup_path,cpMaxStageDelayCell,"dfxtp_2",
grt,track_usage,2.06,%
cells_and_area,regMostFlops,"count",
cts,clk_latency,230,ps
cts,root_buffer,"clkbuf_4",
synthesis,avgSynthCellArea,11.2,µm²
worst_setup_path,crit_arrival,770,ps
synthesis,yosysWarnings,1,
cells_and_area,drive_gt1_share,59.4,%
die,row_count,21,
placement,io_buffers,6,
detailed_routing,wl,581,µm
cts,post-cts-setup-buffers,0,
timing,rsz0062_at_grt,"yes",
flow_run,warning_count,26,
timing,fmax,1.03,GHz
cells_and_area,largest_register_ffs,4,
synthesis,netlist_area,179,µm²
pwr,total_leakage_power,0.166,nW
detailed_routing,n_antenna_cell,0,
worst_setup_path,rr_worst_depth,4,
die,chip_area,0.00640,mm²
detailed_routing,vias,176,
cells_and_area,fillers,397,
synthesis,top_cells_by_area,"dfxtp_1 45%, mux2_4 8.4%, ha_1 7.0%",
worst_setup_path,crit_start,"count[2]",
worst max-delay path by stage:
stage,end,slack (ps),cells after the start
4_1_cts,count[2],0.3,4
5_1_grt,count[3],-10,3
6_report,pc_out[2],30,1
per-stage QoR:
step	power [W]	hold WS, ps	cell area (µm²)	instances	TNS (ps)
final	0.000471	640	399	78	0
after global routing	0.000500	668	399	78	-24.8
after CTS	0.000469	614	383	78	0
after detailed placement	0.000258	623	349	75	-694
after global placement	0.000257	612	349	75	-681
after floorplan	0.000197	269	179	16	0
layer usage:
metal,share of wire [%],GRT usage (%),vias to the layer above
li1,-,-,90
met1,46,2.27,81
met2,34,2.33,5
met3,20,2.95,0
met4,0,0,0
met5,0,0,-
power by group:
part / internal, W / total, W / leakage, nW / switching, W
combinational: 0.0000568 / 0.0000911 / 0.117 / 0.0000343
clock: 0.000134 / 0.000202 / 0.0138 / 0.0000676
sequential: 0.000171 / 0.000178 / 0.0343 / 0.00000658
total: 0.000362 / 0.000471 / 0.166 / 0.000109
cells in the final DEF, fill, tap and decap left out:
cell type and instances:
nor2_1 3, nand4_2 1, dfxtp_2 4, ha_4 1, buf_6 2, dlygate4sd2_1 1, xnor2_1 1, nand3b_1 1
mux2_4 1, a21bo_2 1, clkbuf_4 3, clkdlybuf4s15_1 3, buf_4 5, mux2i_1 1, clkdlybuf4s50_1 2, nor2b_1 1
a21oi_2 1
cells by family (layout without fill, tap and decap cells):
| group | Yosys count | count (layout) | synth area share [%] |
|---|---|---|---|
| AND-OR/OR-AND | 2 | 2 | 8.39 |
| XOR/XNOR | 1 | 1 | 4.90 |
| adder cells (fa/ha/maj) | 1 | 1 | 6.99 |
| buffers and inverters | 0 | 16 | 0 |
| flip-flops | 4 | 4 | 44.8 |
| multiplexers | 2 | 2 | 14.0 |
| AND/OR/NAND/NOR | 6 | 6 | 21.0 |
tightest hold or removal path: stages, from the launching register on:
cell and delay (ps):
dfxtp_2 310, buf_4 110, nand3b_1 120, a21oi_2 60
cell type report:
class	count	area [µm²]	area share (%)
Clock buffer	3	22.5	5.64
Multi-Input combinational cell	12	115	28.8
Sequential cell	4	85.1	21.3
Tap cell	46	57.6	14.4
Timing Repair Buffer	13	119	29.8
what timing repair did:
| action | in CTS | in global routing |
|---|---|---|
| pin swaps | 1 | 3 |
| resized | 9 | 7 |
| endpoints found under the setup margin | 6 | 6 |
Power is estimated from default activity; no workload was simulated.
