**design/flow/run.sh**
```bash
#!/bin/bash
# OpenROAD 26Q1-2900-gdf79404cd8, Yosys 0.63+post, stock flow scripts
make -C /OpenROAD-flow-scripts/flow DESIGN_CONFIG=/design/flow/config.mk WORK_HOME=/design/flow/orfs finish
```
**design/flow/config.mk**
```make
export PLATFORM = sky130hd
export DESIGN_NAME = adder
export DESIGN_NICKNAME = adder
export VERILOG_FILES = /design/flow/design.v
export SDC_FILE = /design/flow/constraint.sdc
export NUM_CORES = 4
export LEC_CHECK = 1
export CORE_AREA = 10 10 70 70
export DIE_AREA = 0 0 80 80
```
**design/flow/constraint.sdc**
```tcl
current_design adder

set clk_period 6.9
set clk_io_pct 0.2

create_clock -name clk0 -period $clk_period

set non_clock_inputs [all_inputs -no_clocks]
set_input_delay [expr $clk_period * $clk_io_pct] -clock clk0 $non_clock_inputs
set_output_delay [expr $clk_period * $clk_io_pct] -clock clk0 [all_outputs]
```
**design/flow/design.v**
```verilog
module adder (
    input [7:0] a_i, b_i,
    input sub_i, 
    output [7:0] adder_o
);
assign adder_o = (~sub_i) ? a_i + b_i : a_i - b_i;
endmodule
```
==> results.txt <==
The layout was made with Yosys and OpenROAD.

The DRC violation total after the first TritonRoute iteration is 20. The maximum number of pins on one net before global-route repair is 8. The number of placement rows is 21. After Yosys synthesis, XOR and XNOR cells account for 22.5% of the synthesized area. The mapped netlist covers 467 um2. The required time of the critical path is 5.52 ns. The die is 80 um wide. The count of buffering cells on the critical path with inverters included is 3.

The final wirelength is 1.36 mm. In this run the maximum-capacitance check reported violations numbering 0. Fill cells in the final layout number 408. The data arrival time at the worst-slack endpoint is 3.97 ns. The power per cell area is 111 nW/um2.

The met3 layer usage reported by global route is 1.02%. The storage element area is 0 um2. The global-route met2 utilization is 6.26%. On the final layout, the worst hold slack is 3.75 ns.

The part of the Yosys area used for sequential elements is 0%. The type of element launching the critical path is an input port. The remaining design rule violation count is 0. The highest cell delay on the worst timing path is 0.52 ns. The via count is 486. The worst setup path is captured at a primary output. The post-DP HPWL is 1.24 mm. The post-synthesis share of cell area spent on and-or and or-and gates is 20.9%. Post-CTS repair ended up resizing 0 cells. The mux cell area share after synthesis is 2.14%. Per the timing report, the achievable frequency comes out to 187 MHz. The most used routing layer is met2. The Yosys chip area is 467 um2. The placer's final routability congestion estimate is 0.732. The worst hold path stage count is 5. The netlist uses 23 different library cells. The area overhead of the layout relative to synthesis is 65.1%.

The global routing report lists combined usage of all routing layers as 4.07%. The critical path depth is 11. The final tally of max-slew violations is 0.

The final report lists the setup-violating endpoint count as 0. The standard cell area after detailed placement is 771 um2. For this design, the CTS-stage hold fixing added 0 buffers. The max-slew check reports its worst relative slack as 79.3%.

The via density per instance is 3.71. The number of global-route vias before repair is 497. The placement report lists the number of port buffers as 25. The most common logic cells in the final layout are 25 x sky130_fd_sc_hd__clkdlybuf4s50_1, 10 x sky130_fd_sc_hd__xnor2_1, 9 x sky130_fd_sc_hd__inv_1, 8 x sky130_fd_sc_hd__ha_1, 5 x sky130_fd_sc_hd__nor2_1. The transition time recorded at the tightest slew-check pin is 0.311 ns.

The worst voltage drop across the vdd grid is 0.0372 mV. Once the clock tree was built, the setup fixing pass inserted 0 buffers. The fraction of final layout cells sized beyond drive strength 1 is 5.88%. The time the worst path needs with I/O delays and setup is 5.35 ns. TritonRoute output was used to compute an average wire per cell of 10.4 um. The total overflow left after global routing is 0. The standard cell core area is 3420 um2.

Per the post-route antenna check, the number of violating nets is 0. Per the post-synthesis report, the number of cells in the design is 61. Averaged over all synthesized cells, the footprint is 7.65 um2. The total chip power is 0.0859 mW. The final timing report lists a hold violation count of 0. The simple-gate area share of the yosys netlist is 20.6%. The final cycle utilization of the critical path is 77.5%. The iteration count of the initial detailed-routing pass is 2. The post-synthesis adder-cell area fraction is 25.7%. The global-route wire length before repair is 2.17 mm. The height of the die is 80 um.

Timing analysis after detailed placement gives a worst setup slack of 1.52 ns. The setup slack of the critical path after layout is 1.55 ns. The run finished with clean final reports. The signal on the critical path passes through clkdlybuf4s50_1 -> inv_1 -> ha_1 -> a31oi_1 -> xnor2_1 -> ha_1 -> and3_1 -> a21oi_1 -> a31oi_1 -> xnor2_1 -> clkdlybuf4s50_1. The Yosys warning count is 0. For this run, the script counts the antenna cells in the layout as 0.

The cell type contributing the most total cell area after synthesis is sky130_fd_sc_hd__ha_1. The category of cells accounting for the largest share of critical-path delay is buffers and inverters. The worst min-delay path category is in -> out. The top cell type by area accounts for 21.4% of the synthesized area. Yosys attributes the largest share of cell area to sky130_fd_sc_hd__ha_1 21%, sky130_fd_sc_hd__xnor2_1 19%, sky130_fd_sc_hd__inv_1 7.2%, sky130_fd_sc_hd__a31oi_1 5.4%, sky130_fd_sc_hd__fa_1 4.3%. The analysis attributes to cell leakage a power of 0.311 nW.

The dominant kind of combinational cell is adder cells. The number of sequential storage elements is 0. The finished cells cover 771 um2. Among all stages on the critical path, the largest delay is contributed by sky130_fd_sc_hd__clkdlybuf4s50_1. Per the cell usage report, the commonest logic cell in the layout is sky130_fd_sc_hd__clkdlybuf4s50_1.

The floorplan core density is 13.7%. Summing over the stages, the warning tally comes to 32. The tally of clock buffers in the finished layout is 0.

The fraction of met1 tracks used by global routing is 5.89%. The initial antenna violation count is 0. The chip area is 6400 um2.

The synthesized netlist was found by Yosys to have 61 cells. The critical path in this run is classified as in -> out. STA lists the maximum fanout along the critical path as 6. For the final routed database, the setup TNS stands at 0 ns. The number of I/O pins is 25. Setup repair after global routing left no endpoint under its margin.
[metrics by stage]
step	instances	util (%)
2_1_floorplan	61	-
3_3_place_gp	131	22.6
5_1_grt	131	22.6
4_1_cts	131	22.6
3_5_place_dp	131	22.6
6_report	131	22.6
[metal layers]
metal  routed length (um)  vias up
met4                    0        0
met1                  708      209
met3                   79        0
li1                     -      261
met2                  569       16
met5                    0        -
[cell type report]
type | instances | area [um2] | area share (%)
multi-input combinational | 51 | 429 | 55.7
tap | 46 | 57.6 | 7.47
timing repair buffer | 25 | 250 | 32.5
inverter | 9 | 33.8 | 4.38
[power breakdown]
group / switching (mW) / internal (mW)
Sequential: 0 / 0
Combinational: 0.0309 / 0.0550
Clock: 0 / 0
Total: 0.0309 / 0.0550
[final timing paths]
check	from	to	slack, ns
setup / recovery	b_i[0]	adder_o[7]	1.55
hold / removal	a_i[0]	adder_o[0]	3.75
[synthesized netlist by cell type]
cell / n
sky130_fd_sc_hd__a21o_1: 1
sky130_fd_sc_hd__a21oi_1: 3
sky130_fd_sc_hd__a21oi_2: 1
sky130_fd_sc_hd__a221oi_1: 1
sky130_fd_sc_hd__a31oi_1: 4
sky130_fd_sc_hd__and3_1: 1
sky130_fd_sc_hd__clkbuf_1: 1
sky130_fd_sc_hd__fa_1: 1
sky130_fd_sc_hd__ha_1: 8
sky130_fd_sc_hd__inv_1: 9
sky130_fd_sc_hd__mux2i_1: 1
sky130_fd_sc_hd__nand2b_1: 1
sky130_fd_sc_hd__nand3b_1: 2
sky130_fd_sc_hd__nor2_1: 5
sky130_fd_sc_hd__nor2b_1: 3
sky130_fd_sc_hd__nor3_1: 1
sky130_fd_sc_hd__nor3_2: 2
sky130_fd_sc_hd__o2111ai_1: 1
sky130_fd_sc_hd__o21a_1: 1
sky130_fd_sc_hd__o311ai_2: 1
sky130_fd_sc_hd__or2_2: 1
sky130_fd_sc_hd__xnor2_1: 10
sky130_fd_sc_hd__xor2_1: 2
[logic make-up (layout without fill, tap and decap cells)]
group,Yosys count,in the layout
buffers and inverters,10,34
AND/OR/NAND/NOR,16,16
XOR/XNOR,12,12
adder cells (fa/ha/maj),9,9
AND-OR/OR-AND,13,13
multiplexers,1,1
Power figures rest on the tool's default switching activity, not on a simulated workload.
